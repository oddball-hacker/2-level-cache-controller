==> design/flow/design.v <==
module L1_cache(
input [1:0] offset,
input [3:0] inp_index,
input [8-1:0] inp_data,
input [26-1:0] new_tag,
input [1:0] new_LRU,
input inp_way, inp_valid, inp_dirty,
input [31:0] L2_data,
output reg [15:0] out_data,
output [63:0] victim_data,
output [52-1:0] tag,
output [1:0] out_LRU,
output [1:0] out_valid, 
output [1:0] victim_dirty );
parameter no_of_lines = 32;
parameter no_of_bits_per_line = 32;
parameter byte_size = 8;
parameter address_size = 32;
parameter tag_size = 26;
parameter no_of_ways = 2;
parameter index_size = 4;
parameter no_of_LRU_bits = 1;
parameter no_of_sets = 16;
integer i, j;
reg [no_of_bits_per_line-1:0] L1_mem [0:no_of_ways-1][0:no_of_sets-1];
reg [tag_size-1:0] L1tag [0:no_of_ways-1][0:no_of_sets-1];
reg valid [0:no_of_ways-1][0:no_of_sets-1];
reg dirty [0:no_of_ways-1][0:no_of_sets-1];
reg LRU [0:no_of_ways-1][0:no_of_sets-1];
assign tag = {L1tag[1][inp_index], L1tag[0][inp_index]};
assign out_valid = {valid[1][inp_index], valid[0][inp_index]};
assign out_LRU = {LRU[1][inp_index], LRU[0][inp_index]};
assign victim_data = { L1_mem[1][inp_index], L1_mem[0][inp_index] };
assign victim_dirty = { dirty[1][inp_index], dirty[0][inp_index] };
always @ (*) begin
case ( offset )
2'd0 : out_data = { L1_mem[1][inp_index][7:0], L1_mem[0][inp_index][7:0] };
2'd1 : out_data = { L1_mem[1][inp_index][15:8], L1_mem[0][inp_index][15:8] };
2'd2 : out_data = { L1_mem[1][inp_index][23:16], L1_mem[0][inp_index][23:16] };
2'd3 : out_data = { L1_mem[1][inp_index][31:24], L1_mem[0][inp_index][31:24] };
endcase
end
always @ (*) begin
LRU[1][inp_index] = new_LRU[1];
LRU[0][inp_index] = new_LRU[0];
end
always @ (*) begin   
L1_mem[inp_way][inp_index] = L2_data;
L1tag[inp_way][inp_index] = new_tag;
valid[inp_way][inp_index] = inp_valid;
dirty[inp_way][inp_index] = inp_dirty;
end
initial begin
for ( i=0; i<no_of_sets; i=i+1 ) begin
   for ( j=0; j<no_of_ways; j=j+1 ) begin
      L1tag[j][i] = {tag_size{1'b0}};
      valid[j][i] = 1'b1;
      LRU[j][i] = {no_of_LRU_bits{1'b0}};
   end
end
end
initial begin
L1tag[0][0] = 0;
L1_mem[0][0] = {no_of_bits_per_line{1'b1}};
end
endmodule
==> design/flow/run.sh <==
#!/bin/bash
# OpenROAD 26Q1-2900-gdf79404cd8, Yosys 0.63+post, stock flow scripts
make -C /OpenROAD-flow-scripts/flow DESIGN_CONFIG=/design/flow/config.mk WORK_HOME=/design/flow/orfs finish
==> design/flow/config.mk <==
export PLATFORM = sky130hd
export DESIGN_NAME = L1_cache
export DESIGN_NICKNAME = L1_cache
export VERILOG_FILES = /design/flow/design.v
export SDC_FILE = /design/flow/constraint.sdc
export NUM_CORES = 4
export LEC_CHECK = 1
export CORE_UTILIZATION = 40
==> design/flow/constraint.sdc <==
current_design L1_cache

set clk_period 29.6
set clk_io_pct 0.2

create_clock -name clk0 -period $clk_period

set non_clock_inputs [all_inputs -no_clocks]
set_input_delay [expr $clk_period * $clk_io_pct] -clock clk0 $non_clock_inputs
set_output_delay [expr $clk_period * $clk_io_pct] -clock clk0 [all_outputs]
==> git commit body <==
Store results of the implementation flow

- Wire per inst: 33.1 um
- Setup ws final: 12.31 ns
- Critical Path End Type: output port
- For reference, the final report shows the hold violation count at 0.
* Class of the tightest hold or removal check: input pin to output port
- The worst-case max-slew headroom was logged as 0.314.
* Outcome: finished, final reports clean
- A synthesized cell averages 10.7 sq um.
- Area share of the largest cell type after synthesis: 0.654
- CP required: 23.68 ns
- The routed design could run at a clock period as short as 17.29 ns.
- Iteration tally of the first detailed-router pass: 8
* Leftover overflow at the end of global routing: 0
* Endpoints left unconstrained: 1952
- Init Core Util: 0.404
- In the post-route report, total wirelength is listed as 193000 um.
- Per the detail_route report, DRC violations left total 0.
- In this run the layout overhead on the synthesized area is reported as 9.70%.
- Of the total power, the share spent switching nets is 0.458.
* Area after detailed placement: 0.0492 sq mm
- Per the Yosys statistics, synthesis produced 4195 cells.
* Routability Congestion: 0.971
* Final critical-path share of the clock period: 0.584
- Per the timing report, the achievable frequency comes out to 57.8 MHz.
* Number of warnings issued by yosys: 38
* CP startpoint kind: input pin
- IR analysis of the VDD net gives a maximum drop of 0.00754 mV.
- Leak Pwr: 22.3 nW
- Met2 Usage GRT: 0.506
- Global-route wire length before repair: 267000 um
* Count of flip-flops with a built-in enable after synthesis: 0
* Via Count: 36400
- The script computed a power per unit cell area of 12.9 mW/mm^2.
- # IOs: 215
- Finished layout cell area: 0.0492 sq mm
- For this run the detailed placement stage logged an HPWL of 116000 um.
- For the worst setup path, the data arrival time is 11.37 ns.
- DRC violation total after the first TritonRoute iteration: 3350
* Total of buffers placed on input and output ports: 207
- Counting flops and latches in the post-synthesis netlist gives 1952.
- Timing analysis after detailed placement gives a worst setup slack of 12.62 ns.
- Die Wd: 337 um
- Height of the die: 337 um
- For this run, global-route usage on met3 was measured as 0.171.
- STA lists the maximum fanout along the critical path as 61.
* Final TNS setup: 0 ns
- Final Max-Slew Violation Tally: 0
- The launch point of the critical path was reported as inp_index[0].
- The timer found 1952 register pins that no clock reaches; their paths are not timed.
- CP Class: input pin to output port
- The layer flagged by global routing as most heavily used is met2.
- CP endpoint: out_data[4]
* Setup repair after global routing missed its margin: no
* Chip area in the Yosys report: 0.0448 sq mm
* Total GRT Usage: 0.352
- Of all flip-flops after synthesis, the portion carrying an async set or reset was 0.
- Nets still carrying antenna violations after routing amount to 0.
- The post-CTS hold buffer count recorded in the log is 0.
* Main flop type: dlxtn_1
- Area of the die: 0.113 sq mm
* Post-Synthesis Cells: 4195
- Setup Fix Bufs, Post-CTS: 0
* Post-cts sizing count: 0
- Via count of the first global-routing pass: 33800
* Fraction of final layout cells sized beyond drive strength 1: 0.0879
* Final setup violation count: 0
* Number of core rows: 122
- dlxtn_1 takes more of the synthesized area than any other cell.
- The total area inside the core boundary comes to 0.111 sq mm.
- The initial antenna violation count is 11.
* Number of vias per cell: 6.25
* Most instantiated library cell after synthesis: dlxtn_1
* Top area cells in the synthesized netlist: dlxtn_1 (65%), a22oi_1 (5.9%), mux2i_1 (3.3%)
* Total number of warnings across the stage logs: 40
* Largest net degree at the start of global routing: 62
- Grt met1 use: 0.453
- Distinct cell type count of the synthesized netlist: 90
- Max Cap Violations: 0
* Power dissipated by switching net loads: 292 uW
- P_int: 344 uW
* Cell types with the highest counts after synthesis: dlxtn_1 (1952), a22oi_1 (352), nand2_1 (224)
* Actual transition at the worst max-transition pin: 1.02 ns
* Post-synthesis instance area: 0.0448 sq mm
[cells in the final DEF (no fill, tap or decap), types with 10 or more instances in the layout]
cell	n
mux2i_1	148
buf_4	224
nand4_1	42
o2111ai_1	16
nand2_1	208
o21ai_0	65
and3_1	17
a222oi_1	43
a221o_1	15
a31oi_1	29
nand3_1	36
a22o_1	113
nand2b_1	25
o2bb2ai_1	26
nor2_1	91
o22a_1	23
o32ai_1	10
a21oi_1	88
clkdlybuf4s50_1	203
o32a_1	25
inv_1	34
o211ai_1	14
nor3_1	24
or3_1	12
nand2_2	16
o221ai_1	15
and2_1	11
nand2b_2	10
a221oi_1	113
a32oi_1	32
dlxtn_1	1952
a32o_1	14
mux2_2	42
o22ai_1	63
a22oi_1	352
[metal layers]
layer	wire (um)	vias to the layer above	part of all wire
li1	-	15500	-
met1	69800	17800	0.36
met2	82700	2480	0.43
met3	28100	610	0.15
met4	11800	14	0.061
met5	189	-	0.00098
[worst min-delay path by stage]
| stage | slack [ns] | endpoint | cells after the start | start |
|---|---|---|---|---|
| CTS | 12.85 | victim_data[28] | 4 | inp_index[2] |
| global route | 12.92 | victim_data[28] | 4 | inp_index[2] |
| finish | 12.90 | victim_data[28] | 4 | inp_index[2] |
[logic make-up after synthesis]
logic type,share of synthesized area
AND/OR/NAND/NOR,0.0686
AND-OR/OR-AND,0.192
buffers and inverters,0.0375
multiplexers,0.0480
latches,0.654
[state kept, by name (all words and copies together) (netlist names)]
name and cells:
valid 32, L1tag 832, dirty 32, L1_mem 1024, LRU 32
[cell type report]
| cell class | instances | area [sq um] |
|---|---|---|
| fill | 10400 | 61700 |
| sequential | 1952 | 29300 |
| multi-input combinational | 1912 | 14100 |
| timing repair buffer | 431 | 3770 |
| tap | 1488 | 1860 |
| inverter | 40 | 151 |
| antenna | 4 | 10.0 |
[metrics by stage]
step	util	hold slack (ns)	total power, mW	std cells
2_1_floorplan	-	12.00	0.388	4195
3_3_place_gp	0.444	12.86	0.616	5823
3_5_place_dp	0.444	12.85	0.622	5823
4_1_cts	0.444	12.85	0.624	5823
5_1_grt	0.444	12.92	0.664	5824
6_report	0.444	12.90	0.636	5827
[worst max-delay path: stages]
cell and delay [ns]:
clkbuf_8 0.46, buf_4 0.61, buf_4 0.59, buf_4 0.55
nor2b_2 0.40, buf_4 0.45, a221oi_1 0.14, a211o_1 0.30
a31oi_1 0.70, nor2_1 0.12, a211oi_1 0.40, clkdlybuf4s50_1 0.55
Power figures rest on the tool's default switching activity, not on a simulated workload.
